===== design.v =====
module seq_101 (
    in,clk,out
);
    input in,clk;
    output out;
    reg [1:0]state;
parameter s0 = 2'b00, s1 = 2'b01, s2 = 2'b10;
always @(negedge clk ) begin
    case (state)
        s0: begin
            if (in) state=s1;
            else state=s0;
        end
        s1: begin
            if (!in) state=s2;
            else state=s1;
        end
        s2: begin
            if (in) state=s0;
            else state=s0;
        end
    endcase
end
assign out=(state==s2 && in==1) ? 1:0;
endmodule

===== run.sh =====
#!/bin/bash
# OpenROAD 26Q1-2900-gdf79404cd8, Yosys 0.63+post, stock flow scripts
make -C /OpenROAD-flow-scripts/flow DESIGN_CONFIG=/design/flow/config.mk WORK_HOME=/design/flow/orfs finish

===== config.mk =====
export PLATFORM = sky130hd
export DESIGN_NAME = seq_101
export DESIGN_NICKNAME = seq_101
export VERILOG_FILES = /design/flow/design.v
export SDC_FILE = /design/flow/constraint.sdc
export NUM_CORES = 4
export LEC_CHECK = 1
export CORE_AREA = 10 10 70 70
export DIE_AREA = 0 0 80 80

===== constraint.sdc =====
current_design seq_101

set clk_period 1.1
set clk_io_pct 0.2

create_clock -name clk0 -period $clk_period [get_ports {clk}]

set non_clock_inputs [all_inputs -no_clocks]
set_input_delay [expr $clk_period * $clk_io_pct] -clock clk0 $non_clock_inputs
set_output_delay [expr $clk_period * $clk_io_pct] -clock clk0 [all_outputs]

==> metrics.cfg <==
[status]
status = finished, violations left
violations = negative setup slack

[clock_tree]
cts_buffers = 3
path_clk_slew_ps = 30
postCtsHoldBufs = 0
htree_levels = 1
tritoncts = built
cts_max_path_buffers = 2
cts-root-buf = clkbuf_4
cts.sinks = 3
cts.repair.resized = 5
cts_setup_buffers = 0
clkLatencyLatePin_ps = 290

[logic_synthesis]
synthesis.area_um2 = 98.85
ys_cells = 10
numSynthFlops = 3
synth_cell_type_count = 6
top_area_cell = dfxtp_1
yosysWarnings = 1
synth_top_area_share_pct = 60.76
yosys-stat-area_um2 = 98.84
ys_seq_share_pct = 60.76
area_leaders = dfxtp_1 61%, and2b_2 8.9%, a21o_1 7.6%
avgSynthCellArea_um2 = 9.885
synthCells = 10

[floorplanning]
core_um2 = 3416
row_count = 21
fp_util_pct = 2.894
fp.dieH_um = 80
io_pins = 3
chip_area_um2 = 6400
die_x_um = 80

[power]
peakVddDrop_uv = 440.8
p_leak_uw = 0.00009929
power.total_uw = 376.0
cellPowerDensity_nw_per_um2 = 1758

[drt]
routed_wirelength_um = 276
wire_per_inst_um = 4.313
via_count = 87
firstDrtPassIters = 4
drc = 0
top_layer = met3
wl_met1_um = 152
dr_wl_met2_um = 109
drtIter0Drc = 3
antenna_left = 0
avgViaCountPerCell = 1.359
antennaDiodeCount = 0
route.met3.wl_um = 14

[worst_hold_path]
worstHoldPathType = flop to flop
hold_depth = 1

[global_routing]
gr-total-overflow = 0
grt_pass1_wl_um = 489
grt_pass1_vias = 135
grt_antenna_before_repair = 0
grt_max_degree = 4
grt_usage_pct = 0.9500

[critical_path]
crit_path_start_kind = flop
rr_worst_depth = 1
max_stage_delay_ps = 310
crit_cells = 2
startpoint = state[1]
cp_slowest_cell = dfxtp_2
crit_family = flip-flops
r2r-start = state[2]
worstPathCellList = and2_4, buf_6
cp.required_ps = 880
reg2reg_slack_ps = 510
crit_path_end_kind = primary output
cp.arrival_ps = 1380
crit_fanout = 2
critical_path.endpoint = out
crit_type = flop to primary output
path_buffers = 1
r2r_end = state[1]

[placement]
placed_cell_area_um2 = 178.9
io_buffers = 2
dp_slack_ps = -606.0
dp_hpwl_um = 180.7
dp_cells = 58
routabilityCongestion = 0.5398

[sta]
max_slew_margin_pct = 91.97
setup_slack_ps = -500.7
worstMarginPinSlew_ps = 120.1
finalHoldViolCount = 0
rsz0062_at_grt = yes
worst_clock_skew_ps = 5.792
setup_violations = 4
slew_viol_final = 0

[final_layout]
syn2layout_area_growth_pct = 116.5
lay_top_cells = 5 x inv_1, 3 x clkbuf_4, 2 x nor2_1, 2 x dfxtp_1
largest_reg_flops = 3
final_layout_size_suffix_gt1_share_pct = 38.89
final_common_cell = inv_1
design_area_um2 = 214.0
final_cells = 64
fill_cells = 414

[job]
warnings = 31
cap_violations = 0

## layout make-up
cell class / count / area, um^2 / share of cell area [%]
clock buffers: 3 / 22.52 / 10.53
clock inverters: 4 / 15.01 / 7.018
inverters: 1 / 3.754 / 1.754
multi-input cells: 5 / 32.53 / 15.20
flip-flops and latches: 3 / 61.31 / 28.65
well taps: 46 / 57.56 / 26.90
repair buffers: 2 / 21.27 / 9.942
## cell usage after synthesis
master / number
a21o_1: 1
and2_2: 1
and2b_2: 1
dfxtp_1: 3
inv_1: 2
nor2_1: 2
## worst min path at each step
stage | start | endpoint | slack (ps)
final | state[1] | state[0] | 430
after global routing | state[1] | state[0] | 460
after CTS | state[1] | state[0] | 420
## where the power goes
group | switching (uW) | total [uW] | internal [uW]
Combinational | 7.89 | 21.8 | 13.9
Sequential | 5.99 | 128 | 122
Clock | 84.6 | 226 | 142
Total | 98.5 | 376 | 278
## metrics by stage
stage	hold slack, ps	utilization, %	setup TNS, ps
2_1_floorplan	397.3	-	-75.27
3_3_place_gp	402.3	5.238	-1902
3_5_place_dp	412.2	5.238	-2038
4_1_cts	421.7	6.264	-1060
5_1_grt	455.7	6.264	-1176
6_report	425.5	6.264	-1088
## logic make-up after synthesis
| kind of cell | Yosys count | share of synthesized area, % |
|---|---|---|
| AND/OR/NAND/NOR | 4 | 24.06 |
| flip-flops | 3 | 60.76 |
| buffers and inverters | 2 | 7.598 |
| AND-OR/OR-AND | 1 | 7.598 |
## metal layers
metal,GRT usage (%),vias up
met1,1.065,39
li1,-,45
met4,1.408,0
met5,0,-
met3,0.6818,0
met2,0.8828,3
Power is estimated from default activity; no workload was simulated.
