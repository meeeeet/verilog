[design/flow/run.sh]
#!/bin/bash
# OpenROAD 26Q1-2900-gdf79404cd8, Yosys 0.63+post, stock flow scripts
make -C /OpenROAD-flow-scripts/flow DESIGN_CONFIG=/design/flow/config.mk WORK_HOME=/design/flow/orfs finish
[design/flow/config.mk]
export PLATFORM = sky130hd
export DESIGN_NAME = seq_1001_moore
export DESIGN_NICKNAME = seq_1001_moore
export VERILOG_FILES = /design/flow/design.v
export SDC_FILE = /design/flow/constraint.sdc
export NUM_CORES = 4
export LEC_CHECK = 1
export CORE_AREA = 10 10 70 70
export DIE_AREA = 0 0 80 80
[design/flow/constraint.sdc]
current_design seq_1001_moore

set clk_period 1.8
set clk_io_pct 0.2

create_clock -name clk0 -period $clk_period [get_ports {clk}]

set non_clock_inputs [all_inputs -no_clocks]
set_input_delay [expr $clk_period * $clk_io_pct] -clock clk0 $non_clock_inputs
set_output_delay [expr $clk_period * $clk_io_pct] -clock clk0 [all_outputs]
[design/flow/design.v]
module seq_1001_moore (
    in,clk,out
);
    input in,clk;
    output out;
    reg [2:0]state;
    parameter s0=3'b000,
              s1=3'b001,
              s2=3'b010,
              s3=3'b011,
              s4=3'b100;
    initial begin
        state=s0;
    end
    assign out= (state==s4) ? 1:0;
    always @(negedge clk ) begin
        case (state)
            s0 : begin
                if (in) state=s1;
                else state=s0;
            end
             s1 : begin
                if (!in) state=s2;
                else state=s1;
            end
             s2 : begin
                if (!in) state=s3;
                else state=s0;
            end
             s3 : begin
                if (in) state=s4;
                else state=s0;
            end
             s4 : begin
                if (in) state=s1;
                else state=s2;
            end
        endcase
    end
endmodule
==> impl_metrics.json <==
{
  "outcome": "complete, but fails checks",
  "violations": "setup timing",
  "power_switching_uw": 155,
  "cts_root_buffer": "clkbuf_4",
  "clk_path_buf_depth": 2,
  "worst_slew_pin_slew_ps": 466,
  "finalHoldViolations": 0,
  "seq_power_share_pct": 29.3,
  "num_io_pins": 3,
  "required_ps": 1440,
  "cp_slowest_stage_delay_ps": 400,
  "crit_end": "out",
  "cp.depth": 2,
  "relSlewSlack_pct": 68.6,
  "rows": 21,
  "final_layout_size_suffix_gt1_share_pct": 50.0,
  "insertion_delay_ps": 300,
  "hp-class": "reg2reg",
  "finalSetupViolations": 1,
  "numClockSinks": 3,
  "endpoint_kind": "output pin",
  "grt_max_degree": 6,
  "io_buffers": 2,
  "grt_usage_pct": 1.42,
  "p_clk_share_pct": 29.4,
  "worst_slack_ps": -468,
  "drt-total-wl_um": 395,
  "reg2reg_depth": 3,
  "synth_flops": 3,
  "rsz0062_at_grt": "true",
  "worst-path-buf-inv": 1,
  "largest_reg_flops": 3,
  "warnings": 31,
  "dieArea_mm2": 0.00640,
  "dp_hpwl_um": 251,
  "crit_slowest_cell": "edfxtp_1",
  "drtIter0Drc": 4,
  "synth.avg_cell_area_um2": 12.0,
  "rrSetupSlack_ps": 350,
  "clock_skew_ps": 4.68,
  "ys_area_um2": 168,
  "grt-ovfl-total": 0,
  "n_fill_cell": 409,
  "setup.worst_path.class": "reg2out",
  "drv_cap": 0,
  "drv_slew": 0,
  "grt_pass1_vias": 164,
  "worstReg2RegStart": "state[0]$_DFFE_NP_",
  "grt_pass1_wl_um": 676,
  "wl_per_cell_um": 5.34,
  "finalPower_uw": 488,
  "cts.clk_slew.worst_paths_ps": 30,
  "critical-path-top-delay-family": "flip-flops",
  "die_width_um": 80,
  "numCtsBuffers": 3,
  "detail_route.drc_violations": 0,
  "antenna_left": 0,
  "place.gp.congestion": 0.657,
  "power.internal_uw": 333,
  "cts_tree": "done",
  "power_switching_share_pct": 31.7,
  "synth_cells": 14,
  "arrival_ps": 1910,
  "holdWs_ps": 818,
  "die_h_um": 80,
  "drtPass1Iterations": 4,
  "ys_seq_share_pct": 53.7,
  "comb_power_share_pct": 41.3,
  "vias_per_cell": 2.04,
  "n_antenna_cell": 0,
  "ir_worst_vdd_v": 0.000603,
  "areaGrowthSynthToFinish_pct": 92.5,
  "ys_types": 10,
  "cts_max_level": 1,
  "ys_warn_count": 1,
  "yosys-stat-cells": 14,
  "p_per_area_mw_per_mm2": 1510,
  "reg2reg_to": "state[0]$_DFFE_NP_",
  "antenna_found_initial": 0,
  "vias": 151,
  "crit_start": "state[0]$_DFFE_NP_",
  "worstPathMaxFanout": 2,
  "fp_util_pct": 4.91,
  "p_leak_nw": 0.145,
  "netlist_area_um2": 168,
  "core-area_mm2": 0.00342,
  "finalSetupTns_ps": -468,
  "start_kind": "flip-flop",
  "path_cells": "nor3b_2, buf_2"
}
## worst min path at each step
stage                 cells past startpoint            endpoint                from
after CTS                                 2  state[2]$_DFFE_NP_  state[0]$_DFFE_NP_
after global routing                      3  state[0]$_DFFE_NP_  state[2]$_DFFE_NP_
final                                     3  state[0]$_DFFE_NP_  state[2]$_DFFE_NP_
## power by group through the flow
stage     clock network (mW)  registers [mW]  logic [mW]
6_report               0.143           0.143       0.202
5_1_grt                0.167           0.148       0.222
4_1_cts                0.153           0.144       0.182
## layout make-up
type | count | area, um2 | area share, %
clock inverter | 4 | 15.0 | 4.65
tap | 46 | 57.6 | 17.8
multi-input combinational | 9 | 75.1 | 23.3
timing repair buffer | 8 | 58.8 | 18.2
sequential | 3 | 90.1 | 27.9
inverter | 1 | 3.75 | 1.16
clock buffer | 3 | 22.5 | 6.98
## worst register-to-register path, stage by stage (launching register included)
cell and delay (ps):
edfxtp_1 400, buf_4 150, buf_4 140, o21ai_0 400
## Yosys cell counts, drive strengths merged
cell type  instances  area (um2)
and3               1        7.51
edfxtp             3        90.1
inv                2        7.51
mux2               1        11.3
nor2               1        3.75
nor2b              2        20.0
nor3b              1        7.51
o21ai              2        10.0
o311a              1        10.0
## routing by layer
metal	routed length, um	track usage, %	part of all wire (%)	vias up
li1	-	-	-	78
met1	205	1.61	52	67
met2	122	0.963	31	6
met3	67	2.27	17	0
met4	0	0.880	0	0
met5	0	0	0	-
## cell families after synthesis
family | after synthesis | synth area share [%]
AND-OR/OR-AND | 3 | 11.9
buffers and inverters | 2 | 4.48
multiplexers | 1 | 6.72
AND/OR/NAND/NOR | 5 | 23.1
flip-flops | 3 | 53.7
## per-stage QoR
stage                     instance area, um2  utilization (%)  setup slack (ps)  std cells
final                                    323             9.45              -468         74
after global routing                     323             9.45              -570         74
after CTS                                315             9.23              -501         73
after detailed placement                 275             8.06              -654         66
after global placement                   275             8.06              -636         66
after floorplan                          168                -             -31.2         14
## what timing repair did
item | in CTS | in global routing
pin swaps | 1 | 1
setup buffers | 1 | 1
endpoints found under the setup margin | 4 | 1
hold buffers | 0 | 0
endpoints found under the hold margin | 0 | 0
resized | 5 | 0
## layout by cell type (no fill, tap or decap)
master / n
inv_1: 5
clkbuf_4: 3
and3_2: 1
nor2b_1: 1
nor3b_2: 1
o311a_1: 1
mux2_2: 1
o21ai_0: 2
buf_2: 1
nor2_1: 1
dlygate4sd2_1: 1
edfxtp_1: 3
buf_4: 6
nor2b_4: 1
No activity file was given, so power comes from the tool's default toggle rates.
