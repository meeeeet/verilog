==> flow/design.v <==
module fsm(in,rst,out,clk);
    input [1:0]in;
    input rst;
    output out;
    input clk;
    reg out;
    reg [2:0]state;
    parameter s0 = 3'b000,
              s1 = 3'b001,
              s2 = 3'b010,
              s3 = 3'b100,
              s4 = 3'b101,
              rs1=2'b01,
              rs2=2'b10,
              rs5=2'b11;
    always @(negedge clk)
    begin
        if (rst==1)
            begin
            case (state)
                s0 : begin
                    if (in==rs1) begin
                        state=s1; 
                        out=0;
                    end
                    else if(in==rs2) begin
                        state=s2; 
                        out=0;
                        end
                    else if(in==rs5) begin
                        state=s0; 
                        out=1;
                        end
                    else begin
                        state=s0; 
                        out=0;
                        end
                end 
                s1 : begin
                    if (in==rs1) begin
                        state=s2; 
                        out=0;
                        end
                    else if(in==rs2) begin
                        state=s3; 
                        out=0;
                        end
                    else if(in==rs5) begin
                        state=s1; 
                        out=1;
                        end
                    else begin
                        state=s0; 
                        out=0;
                        end
                end 
                s2 : begin
                    if (in==rs1) begin
                        state=s3; 
                        out=0;
                        end
                    else if(in==rs2) begin
                        state=s4; 
                        out=0;
                        end
                    else if(in==rs5) begin
                        state=s2; 
                        out=1;
                        end
                    else begin
                        state=s0; 
                        out=0;
                        end
                end 
                s3 : begin
                    if (in==rs1) begin
                        state=s4; 
                        out=0;
                        end
                    else if(in==rs2) begin
                        state=s0; 
                        out=1;
                        end
                    else if(in==rs5) begin
                        state=s3; 
                        out=1;
                        end
                    else begin
                        state=s0; 
                        out=0;
                        end
                end 
                s4 : begin
                    if (in==rs1) begin
                        state=s0; 
                        out=1;
                        end
                    else if(in==rs2) begin
                        state=s1; 
                        out=1;
                        end
                    else if(in==rs5) begin
                        state=s4; 
                        out=1;
                        end
                    else begin
                        state=s0; 
                        out=0;
                        end
                end 
                default: state=s0;
            endcase
        end
        else
        begin
            out=0;
            state=s0;
        end
    end
endmodule
==> flow/run.sh <==
#!/bin/bash
# OpenROAD 26Q1-2900-gdf79404cd8, Yosys 0.63+post, stock flow scripts
make -C /OpenROAD-flow-scripts/flow DESIGN_CONFIG=/design/flow/config.mk WORK_HOME=/design/flow/orfs finish
==> flow/config.mk <==
export PLATFORM = sky130hd
export DESIGN_NAME = fsm
export DESIGN_NICKNAME = fsm
export VERILOG_FILES = /design/flow/design.v
export SDC_FILE = /design/flow/constraint.sdc
export NUM_CORES = 4
export LEC_CHECK = 1
export CORE_AREA = 10 10 70 70
export DIE_AREA = 0 0 80 80
==> flow/constraint.sdc <==
current_design fsm

set clk_period 2.0
set clk_io_pct 0.2

create_clock -name clk0 -period $clk_period [get_ports {clk}]

set non_clock_inputs [all_inputs -no_clocks]
set_input_delay [expr $clk_period * $clk_io_pct] -clock clk0 $non_clock_inputs
set_output_delay [expr $clk_period * $clk_io_pct] -clock clk0 [all_outputs]
==> Implementation_results.wiki <==
=== Synthesis and place and route ===
{| class="wikitable"
! Metric !! Value
|-
| Status || complete, but fails checks
|-
| Violations in the final reports || setup timing
|-
| Area of the core region || 3420 um^2
|-
| Root buffer cell || clkbuf_4
|-
| Ratio of total power to cell area || 743 nW/um^2
|-
| Cell type with the highest aggregate area in the netlist || dfxtp_1
|-
| Worst-path cell with the longest stage delay || dfxtp_2
|-
| Detail-routed net length per standard cell || 7.11 um
|-
| Floorplan-stage core utilization || 8.90%
|-
| Initial antenna violation count || 0
|-
| Leakage power summed over all cells || 0.000202 uW
|-
| Design Power || 332 uW
|-
| Worst Skew || 0.0130 ns
|-
| Family of cells with the greatest summed delay on the critical path || flip-flops
|-
| Number of placed I/O pins || 5
|-
| DR DRC count || 0
|-
| Pin count of the biggest net entering global routing || 12
|-
| Clock transition time at the flip-flop clock pins of the worst setup and hold paths || 0.03 ns
|-
| Area share of and/or/nand/nor cells after synthesis || 20.6%
|-
| Total track usage || 2.23%
|-
| Number of detailed-route iterations in the first pass || 3
|-
| Top area cell types || dfxtp_1, mux2i_1, a21oi_1, a211oi_1, nand2_1
|-
| Number of sinks handled by clock tree synthesis || 6
|-
| Number of placement rows || 21
|-
| Die outline height || 80 um
|-
| DRT antenna net count || 0
|-
| Final estimated routing congestion in global placement || 0.749
|-
| Critical path launch point type || flop
|-
| Final number of max-transition violations || 0
|-
| Yosys-reported design area after synthesis || 304 um^2
|-
| Input/output buffers || 4
|-
| Syn avg cell area || 8.00 um^2
|-
| Endpoint arrival time on the critical path || 1.71 ns
|-
| Vias in the first global route || 293
|-
| Hold violation count in the final report || 0
|-
| Max cap viols || 0
|-
| Aoi share || 16.5%
|-
| HPWL Detailed || 511 um
|-
| Post-CTS Hold Fix Bufs || 0
|-
| Number of cell instances after yosys synthesis || 38
|-
| Critical Path, Cell by Cell || buf_2
|-
| Total clock buffers created by CTS || 3
|-
| Kind of critical path || reg -> out
|-
| Setup ws final || -0.105 ns
|-
| Setup violators final || 1
|-
| Endpoint class of the critical path || output pin
|-
| Buffers inserted by post-CTS timing repair || 0
|-
| Netlist area before placement || 304 um^2
|-
| CTS HTree Levels || 1
|-
| Drt total wl || 690 um
|-
| Proportion of synthesized chip area in sequential cells || 39.5%
|-
| Setup TNS || -0.105 ns
|-
| Xor+xnor area frac || 0%
|-
| Fraction of layout instances using a drive strength above 1 || 25.5%
|-
| Floorplan die width || 80 um
|-
| Largest incremental delay on the critical path || 0.30 ns
|-
| Data required time at the worst endpoint || 1.60 ns
|-
| FF+latch count, synth || 6
|-
| Worst Path Max Fanout || 2
|-
| Die Outline Area || 6400 um^2
|-
| First-pass GRT wire length || 1120 um
|-
| Adder-cell share of the synthesized area || 0%
|-
| RSZ-0062 raised after global routing || true
|-
| Tally of unique sky130hd cells used after synthesis || 16
|-
| Total vias in the final route || 292
|-
| Pin slew with the least headroom to its limit || 0.221 ns
|-
| Total grt overflow || 0
|-
| Synthesized netlist cell count || 38
|-
| Clock tree from TritonCTS || done
|-
| OpenROAD warning count || 34
|-
| Antenna diode count || 0
|-
| Area growth syn-to-layout || 46.9%
|-
| Max-area cell share || 39.5%
|-
| Clock buffer depth || 2
|-
| Via/cell ratio || 3.01
|-
| Dominant kind of combinational cell || simple AND/OR/NAND/NOR gates
|-
| Worst vdd rail ir drop || 0.108 mV
|-
| Mux area share || 16.9%
|-
| Type of the tightest min-delay check || reg -> reg
|-
| First DRT Iteration DRCs || 15
|-
| Latency at later pin || 0.31 ns
|-
| YS warnings || 1
|-
| Bufs and invs on worst path || 1
|-
| Slew Limit Headroom || 85.2%
|}
-- where the power goes --
part / internal, uW / switching [uW] / total (uW)
registers: 128 / 6.73 / 135
logic: 21.5 / 19.5 / 41.1
clock network: 84.3 / 71.1 / 155
-- registers in the layout, summed over array words and instances (netlist names) --
register / cells
out: 1
state: 5
-- through the flow --
step	hold WS, ns	cells	setup slack (ns)	utilization [%]	area [um^2]
6_report	0.492	97	-0.105	13.1	447
5_1_grt	0.524	97	-0.161	13.1	447
4_1_cts	0.492	97	-0.131	13.2	452
3_5_place_dp	0.501	89	-0.579	12.2	415
3_3_place_gp	0.491	89	-0.580	12.2	415
2_1_floorplan	0.440	38	-0.00377	-	308
-- cell type report --
cell class              count  area [um^2]
clock buffers               3         22.5
clock inverters             6         22.5
fillers                   397         2970
inverters                   2         7.51
multi-input cells          27          168
flip-flops and latches      6          121
well taps                  46         57.6
repair buffers              7         47.5
-- what timing repair did --
item,in CTS,in global routing
cloned,0,0
resized,7,4
endpoints found under the setup margin,7,4
-- layout by cell type, fill, tap and decap left out, drive strengths merged --
cell and n:
a211oi 2, a21oi 5, buf 4, clkbuf 5, clkdlybuf4s50 1, dfxtp 6
inv 8, mux2 1, mux2i 4, nand2 4, nand2b 1, nand3b 1
nor2 5, nor3 1, o21ai 2, or4 1
-- kinds of logic after synthesis --
kind of cell,after synthesis
buf+inv,5
flops,6
compound gates,9
mux,5
simple gates,13
-- per-layer routing --
metal	GRT usage (%)	routed length (um)	vias to the layer above
met5	0	0	-
met2	3.29	359	2
met4	1.06	0	0
met3	1.82	35	0
li1	-	-	157
met1	2.21	295	133
-- Yosys cell counts, drive strengths merged --
master,number
nor3,1
clkbuf,1
or4,1
mux2i,4
dfxtp,6
a21oi,5
a211oi,2
inv,3
nor2,5
buf,1
nand2,4
nand3b,1
mux2,1
nand2b,1
o21ai,2
-- final timing paths --
kind | start | endpoint | slack, ns | depth (start not counted)
worst max register to register | state[1] | out | 0.66 | 4
worst min-delay path | out | out | 0.49 | 2
worst min register to register | out | out | 0.49 | 2
worst max-delay path | out | out | -0.11 | 1
Power is estimated from default activity; no workload was simulated.
